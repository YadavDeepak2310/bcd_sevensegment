$ cat flow/design.v
`timescale 1ns / 1ps
module segmentdriver(
     input           clk_fpga,  
     input           reset,     
     output[6:0]     OP,        
     output[7:0]     AN,        
     input [1:0]     SW         
        );
parameter OPND1 = 32'hffff_ffff;
parameter OPND2 = 32'h3456_211f;
parameter RSLT = 32'h12345678;
parameter MAX_COUNT = 99999;
wire counter_enable;
reg[16:0] counter_1k;
reg[3:0] counter;
reg[3:0] count;
wire clk_1k;
reg[3:0] num;
reg[7:0] seg;
reg[6:0] seg0;
reg[6:0] seg1;
reg[6:0] seg2;
reg[6:0] seg3;
reg[6:0] seg4;
reg[6:0] seg5;
reg[6:0] seg6;
reg[6:0] seg7;
reg[3:0] dtem0;
reg [31:0] disp;
reg[6:0] out;
reg[6:0] out_temp;
always @( posedge clk_fpga )
    if (counter_1k == MAX_COUNT)
       counter_1k <= 0;
    else
       counter_1k <= counter_1k + 1'b1;
  assign counter_enable = counter_1k == 0;
always @ ( posedge clk_fpga )
    if ( counter_enable )
    if ( counter == 1 )
       counter <= 0;
    else 
       counter <= counter + 1'b1;
  assign clk_1k = counter == 1;
always @(SW) begin
            case(SW)
                2'b00 : disp = OPND1;
                2'b01 : disp = OPND2;
                2'b10 : disp = RSLT;
                default : disp = RSLT;
             endcase
             end
always @ ( posedge clk_1k )
     if ( count == 8 )
       count <= 0;
     else 
       case ( count ) 
                   0 : begin
                        seg <= 8'b11111110;
                        dtem0 <= disp[3:0];
                        seg0 <= out_temp;
                        out <= seg0;
                        count <= count + 1;
                        end
                   1 : begin
                        seg <= 8'b11111101;
                        dtem0 <= disp[7:4];
                        seg1 <= out_temp;
                        out <= seg1;
                        count <= count + 1;
                        end
                   2 : begin
                        seg <= 8'b11111011;
                        dtem0 <= disp[11:8];
                        seg2 <= out_temp;
                        out <= seg2;
                        count <= count + 1;
                        end
                   3 : begin
                        seg <= 8'b11110111;
                        dtem0 <= disp[15:12];
                        seg3 <= out_temp;
                        out <= seg3;
                        count <= count + 1;
                        end
                   4 : begin
                        seg <= 8'b11101111;
                        dtem0 <= disp[19:16];
                        seg4 <= out_temp;
                        out <= seg4;
                        count <= count + 1;
                        end
                   5 : begin
                        seg <= 8'b11011111;
                        dtem0 <= disp[23:20];
                        seg5 <= out_temp;
                        out <= seg5;
                        count <= count + 1;
                        end
                   6 : begin
                        seg <= 8'b10111111;
                        dtem0 <= disp[27:24];
                        seg6 <= out_temp;
                        out <= seg6;
                        count <= count + 1;
                        end
                   7 : begin
                        seg <= 8'b01111111;
                        dtem0 <= disp[31:28];
                        seg7 <= out_temp;
                        out <= seg7;
                        count <= count + 1;
                        end                     
       endcase
 assign AN = seg;
 assign OP = out;
always @(dtem0) begin
                 case (dtem0)
                    4'b0000 : out_temp = 7'b100_0000;
                    4'b0001 : out_temp = 7'b111_1001;
                    4'b0010 : out_temp = 7'b010_0100;
                    4'b0011 : out_temp = 7'b011_0000;
                    4'b0100 : out_temp = 7'b001_1001;
                    4'b0101 : out_temp = 7'b001_0010;
                    4'b0110 : out_temp = 7'b000_0010;
                    4'b0111 : out_temp = 7'b111_1000;
                    4'b1000 : out_temp = 7'b000_0000;
                    4'b1001 : out_temp = 7'b001_1000;
                    4'b1010 : out_temp = 7'b000_1000;
                    4'b1011 : out_temp = 7'b000_0011;
                    4'b1100 : out_temp = 7'b100_0110;
                    4'b1101 : out_temp = 7'b010_0001;
                    4'b1110 : out_temp = 7'b000_0110;
                    4'b1111 : out_temp = 7'b000_1110;
                    default : out_temp = 7'b000_0000;
                 endcase
                 end
endmodule
$ cat flow/run.sh
#!/bin/bash
# OpenROAD 26Q1-2900-gdf79404cd8, Yosys 0.63+post, stock flow scripts
make -C /OpenROAD-flow-scripts/flow DESIGN_CONFIG=/design/flow/config.mk WORK_HOME=/design/flow/orfs finish
$ cat flow/config.mk
export PLATFORM = sky130hd
export DESIGN_NAME = segmentdriver
export DESIGN_NICKNAME = segmentdriver
export VERILOG_FILES = /design/flow/design.v
export SDC_FILE = /design/flow/constraint.sdc
export NUM_CORES = 4
export LEC_CHECK = 1
export CORE_UTILIZATION = 50
$ cat flow/constraint.sdc
current_design segmentdriver

set clk_period 3.1
set clk_io_pct 0.2

create_clock -name clk0 -period $clk_period [get_ports {clk_fpga}]

set non_clock_inputs [all_inputs -no_clocks]
set_input_delay [expr $clk_period * $clk_io_pct] -clock clk0 $non_clock_inputs
set_output_delay [expr $clk_period * $clk_io_pct] -clock clk0 [all_outputs]
==> Slide: Implementation Results <==
Flow Results at a Glance

Outcome
  – Status: complete, no violations

CTS
  – Setup bufs post-CTS: 0
  – Worst-skew pair later-pin latency: 250 ps
  – Clock root cell: clkbuf_8
  – TritonCTS clock tree: done
  – H-tree lvl count: 1
  – TritonCTS buffer count: 3
  – Max clock buf depth: 2
  – Clock-pin slew on the worst setup and hold paths: 70 ps
  – Hold buffers post-CTS: 0
  – CTS resizes: 0

Final timing
  – Clk_skew: 2.63 ps
  – Register pins left without a clock: 86
  – Endpoints left unconstrained: 176
  – Worst hold slack: 480 ps
  – Setup TNS: 0 ps
  – Least-Margin Pin Slew: 871 ps
  – Slew headroom: 41.4%
  – Final setup viols: 0
  – RSZ-0062 raised after global routing: no
  – Min cycle time layout: 2350 ps
  – FMAX: 426 MHz
  – Crit share post-route: 75.7%
  – Final hold vios: 0
  – Final Slew Violations: 0

Placed design
  – Gp weighted congestion: 0.826
  – Port bufs: 17
  – HPWL Detailed: 5230 um
  – Placed cell count: 452
  – Placement Cell Area: 4750 um2

Logic synthesis
  – Yosys warnings: 1
  – Area leader share: 53.2%
  – Distinct lib cells: 53
  – Number of enable flip-flop cells: 79
  – Top cells, area: edfxtp_1 53%, dfxtp_1 13%, ha_1 3.6%
  – Main flop type after synthesis: edfxtp_1
  – Yosys stat chip area: 4460 um2
  – Ys cells: 335
  – Synthesized registers: 107
  – Seq/Total Area, Yosys: 65.7%
  – Synth area leader: edfxtp_1
  – Ys async rst share: 0%
  – Post-Syn Area: 4460 um2
  – Mapped Cells: 335
  – Synth Area per Inst: 13.3 um2

Job
  – Tool warning count: 35
  – Max Cap Viol: 0

Pwr
  – Pwr dens: 95.6 nW/um2
  – Pwr Total: 0.000458 W
  – Static Leakage: 1.60 nW
  – Worst vdd rail ir drop: 0.242 mV

Routing
  – Top routing layer in use: met4
  – Met3 wire length: 387 um
  – Drt total wl: 7940 um
  – Met2 routed wirelength: 3710 um
  – 1st-iter DRT viols: 90
  – Vias per cell: 5.71
  – DRT Pass-1 Iters: 4
  – Metal-1 WL: 3830 um
  – Residual DRC: 0
  – Post-DRT Antenna Nets: 0
  – Via count: 2604
  – Post-DR wirelength/cell: 17.4 um
  – N_diodes: 0

Worst setup path
  – FF-to-FF setup slack: 750 ps
  – Reg-to-reg endpoint: counter[2]$_SDFFCE_PN0N_
  – Worst setup path category: register to register
  – Cell count of the worst reg-to-reg path: 4
  – Reg2reg start: counter_1k[11]$_SDFF_PN0_
  – Crit path DRT: 2990 ps
  – CP Capture Type: register
  – Crit. Startpoint: counter_1k[11]$_SDFF_PN0_
  – Crit path max fanout: 5
  – Critical Path AT: 2230 ps
  – Critical path launch point type: register

Layout
  – Largest regs: counter_1k x17, seg x8
  – Area growth, synth to finish: 7.37%
  – Largest register FFs: 17
  – Layout cell share with drive strength beyond 1: 6.32%
  – FILL cells: 744
  – Largest Register: counter_1k
  – Post-route cell area: 4790 um2
  – Fin cells: 456

Global route
  – Gr usage total: 19.2%
  – Pin count of the biggest net entering global routing: 87
  – First-pass GRT wire length: 12500 um
  – Vias in the first global route: 2344
  – Initial antenna violation count: 0
  – Global route total overflow: 0

Hold path
  – Hold depth: 1
  – Worst min-delay path startpoint: counter_1k[8]$_SDFF_PN0_
  – Hold Crit Class: register to register
  – Worst Hold End: counter_1k[8]$_SDFF_PN0_

Floorplan
  – Total I/O pin count: 19
  – Rows: 34
  – FP Util: 51.4%
  – Core area: 8680 um2
  – Die Area: 9310 um2
  – Chip height: 96.5 um
  – Die Span X: 96.5 um
==> where the power goes <==
| part | switching [W] | total [W] | leakage [nW] | internal [W] |
|---|---|---|---|---|
| clock | 0.0000820 | 0.000173 | 0.0228 | 0.0000913 |
| sequential | 0 | 0.000277 | 0.954 | 0.000277 |
| combinational | 0.00000385 | 0.00000784 | 0.619 | 0.00000399 |
| total | 0.0000858 | 0.000458 | 1.60 | 0.000372 |
==> cells by family after synthesis <==
kind of cell    share of synthesized area [%]
compound gates                           11.1
xor+xnor                                 3.14
fa+ha+maj                                3.64
buf+inv                                  2.83
flops                                    65.7
mux                                      1.77
simple gates                             11.8
==> synth_stat cells, types with 5 or more instances <==
cell / instances
edfxtp_1: 79
nand2_1: 29
dfxtp_1: 28
nor2_1: 21
ha_1: 13
a21oi_1: 12
xnor2_1: 11
inv_1: 10
o21ai_0: 10
clkbuf_1: 9
nand3_1: 9
a222oi_1: 8
and2_1: 7
a221oi_1: 6
o221ai_1: 6
a22o_1: 5
mux2i_1: 5
or3_1: 5
xor2_1: 5
==> critical path: stages (launching register included) <==
cell and delay, ps:
dfxtp_1 350, or4_1 530, nor4_1 280, nand4b_1 140, nor4_1 680
==> worst max path at each step <==
| stage | end |
|---|---|
| CTS | counter[0]$_SDFFCE_PN0N_ |
| global route | counter[0]$_SDFFCE_PN0N_ |
| finish | counter[2]$_SDFFCE_PN0N_ |
==> per-layer routing <==
metal | up-vias | GRT usage, %
li1 | 1292 | -
met1 | 1252 | 33.0
met2 | 58 | 29.3
met3 | 2 | 4.30
met4 | 0 | 0.368
met5 | - | 0
==> stage by stage <==
stage / utilization (%) / setup slack [ps]
floorplan: - / 160
global placement: 54.7 / 855
detailed placement: 54.7 / 795
CTS: 55.2 / 785
global route: 55.2 / 681
finish: 55.2 / 752
==> cell usage in the layout (no fill, tap or decap), types with 2 or more instances in the layout <==
cell,count
inv_1,10
and2_1,7
dfxtp_1,28
nor2b_1,2
inv_2,3
o31ai_1,2
nand4_1,3
nor3_1,4
nand2_1,29
or3_1,5
xor2_1,5
buf_4,6
nor2_1,21
a221oi_1,6
nor4_1,3
edfxtp_1,79
nand3_1,9
mux2i_1,5
xnor2_1,11
or3b_1,3
clkbuf_8,3
a222oi_1,8
ha_1,13
a22o_1,5
clkdlybuf4s50_1,17
o21a_1,3
o22ai_1,4
a21oi_1,12
o221ai_1,6
o21ai_0,10
and3_1,2
==> final cells by class <==
| type | instances | area, um2 | area share, % |
|---|---|---|---|
| repair buffers | 23 | 215 | 4.49 |
| clock buffers | 4 | 45.0 | 0.940 |
| well taps | 108 | 135 | 2.82 |
| multi-input cells | 201 | 1420 | 29.5 |
| flip-flops and latches | 107 | 2930 | 61.2 |
| inverters | 13 | 48.8 | 1.02 |
Power figures rest on the tool's default switching activity, not on a simulated workload.
